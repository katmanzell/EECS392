<file path="flow/config.mk">
export PLATFORM = sky130hd
export DESIGN_NAME = top
export DESIGN_NICKNAME = top
export VERILOG_FILES = /design/flow/design.v
export SDC_FILE = /design/flow/constraint.sdc
export NUM_CORES = 4
export LEC_CHECK = 1
export CORE_UTILIZATION = 50
</file>
<file path="flow/constraint.sdc">
current_design top

set clk_period 4.5
set clk_io_pct 0.2

create_clock -name clk0 -period $clk_period [get_ports {clk}]

set non_clock_inputs [all_inputs -no_clocks]
set_input_delay [expr $clk_period * $clk_io_pct] -clock clk0 $non_clock_inputs
set_output_delay [expr $clk_period * $clk_io_pct] -clock clk0 [all_outputs]
</file>
<file path="flow/design.v">
module top (
	clk,
	scl,
	sda,
	rst_n,
	X_Accel,
	Y_Accel,
	Z_Accel,
	);
input clk, rst_n;  
output scl;
inout sda;
reg [7: 0] ACC_XH_READ;  
reg [7: 0] ACC_XL_READ;  
reg [7: 0] ACC_YH_READ;  
reg [7: 0] ACC_YL_READ;  
reg [7: 0] ACC_ZH_READ;  
reg [7: 0] ACC_ZL_READ ;  
reg [7: 0] GYRO_XH_READ;  
reg [7: 0] GYRO_XL_READ;  
reg [7: 0] GYRO_YH_READ;  
reg [7: 0] GYRO_YL_READ;  
reg [7: 0] GYRO_ZH_READ;  
reg [7: 0] GYRO_ZL_READ;  
output [15:0] X_Accel;
output [15:0] Y_Accel;
output [15:0] Z_Accel;
reg signed [15:0] X_Accel;
reg signed [15:0] Y_Accel;
reg signed [15:0] Z_Accel;
reg signed [15:0] X_Acc;
reg signed [15:0] Y_Acc;
reg signed [15:0] Z_Acc;
reg signed [15:0] X_Gy;
reg signed [15:0] Y_Gy;
reg signed [15:0] Z_Gy;  
reg [2: 0] cnt;  
reg [8: 0] cnt_sum;  
reg scl_r;  
reg [19: 0] cnt_10ms;
always @(posedge clk or negedge rst_n) begin
	if (~rst_n) begin
		X_Acc = 16'b0;
		Y_Acc = 16'b0;
		Z_Acc = 16'b0;
		X_Gy = 16'b0;
		Y_Gy = 16'b0;
		Z_Gy = 16'b0;	
	end
	else begin
		X_Acc = {ACC_XH_READ,ACC_XL_READ};
		Y_Acc = {ACC_YH_READ,ACC_YL_READ};
		Z_Acc = {ACC_ZH_READ,ACC_ZL_READ};
		X_Gy = {GYRO_XH_READ,GYRO_XL_READ};
		Y_Gy = {GYRO_YH_READ,GYRO_YL_READ};
		Z_Gy = {GYRO_ZH_READ,GYRO_ZL_READ};
	end
end
always @ (posedge clk or negedge rst_n)
begin
	if (! rst_n) 
		cnt_10ms <= 20'd0;
	else
	cnt_10ms <= cnt_10ms + 1'b1;
end
always @ (posedge clk or negedge rst_n)
begin
	if (! rst_n) 
		cnt_sum <= 0;
	else if (cnt_sum == 9'd499)
		cnt_sum <= 0;
	else
	cnt_sum <= cnt_sum + 1'b1;
end
always @ (posedge clk or negedge rst_n)
begin
	if (! rst_n)
		cnt <= 3'd5;
	else 
	begin
		case (cnt_sum)
			9'd124: cnt <= 3'd1;  
			9'd249: cnt <= 3'd2;  
			9'd374: cnt <= 3'd3;  
			9'd499 : cnt <= 3'd0;  
			default: cnt <= 3'd5;
		endcase
	end
end
always @ (posedge clk or negedge rst_n)
begin
	if (! rst_n)
		scl_r <= 1'b0;
	else if (cnt == 3'd0)
		scl_r <= 1'b1;
	else if (cnt == 3'd2)
		scl_r <= 1'b0;
end
assign scl = scl_r;  
parameter IDLE = 4'd0;
parameter START1 = 4'd1; 
parameter ADD1 = 4'd2;
parameter ACK1 = 4'd3;
parameter ADD2 = 4'd4;
parameter ACK2 = 4'd5;
parameter START2 = 4'd6;
parameter ADD3 = 4'd7;
parameter ACK3 = 4'd8;
parameter DATA = 4'd9;
parameter ACK4 = 4'd10;
parameter STOP1 = 4'd11;
parameter STOP2 = 4'd12;
parameter ADD_EXT = 4'd13;
parameter ACK_EXT = 4'd14;
reg [3: 0] state;  
reg sda_r;  
reg sda_link;  
reg [3: 0] num;
reg [7: 0] db_r;
reg [4: 0] times;  
always @ (posedge clk or negedge rst_n)
begin
	if (! rst_n)
	begin
		state <= IDLE;
		sda_r <= 1'b1;  
		sda_link <= 1'b0;  
		num <= 4'd0; 
		ACC_XH_READ <= 8'h00;
		ACC_XL_READ <= 8'h00;
		ACC_YH_READ <= 8'h00;
		ACC_YL_READ <= 8'h00;
		ACC_ZH_READ <= 8'h00;
		ACC_ZL_READ <= 8'h00;
		GYRO_XH_READ <= 8'h00;
		GYRO_XL_READ <= 8'h00;
		GYRO_YH_READ <= 8'h00;
		GYRO_YL_READ <= 8'h00;
		GYRO_ZH_READ <= 8'h00;
		GYRO_ZL_READ <= 8'h00;
		times <= 5'b0;
	end
	else
	case (state)
		IDLE: begin
			times <= times + 1'b1;
			sda_link <= 1'b1;  
			sda_r <= 1'b1;  
			db_r <= 8'hD0;  
			state = START1;
		end
	    START1: begin  
	    	if ((cnt == 3'd1))
				begin 
					num <= 4'd0;
					sda_link <= 1'b1;  
					sda_r <= 1'b0;  
					state <= ADD1;
				end
			else
			state <= START1;
		end
		ADD1: begin  
		if ((cnt == 3'd3))  
			if (num == 4'd8)  
				begin		
					sda_r <= 1'b1;
					sda_link <= 1'b0;  
					state <= ACK1;
					num <= 4'd0;  
				end
			else
			begin
				state <= ADD1;
				num <= num + 1'b1;
				sda_r <= db_r [4'd7-num];  
			end
			else
			state <= ADD1;
		end
		ACK1: begin  
			if ((cnt == 3'd2))
			begin
				state <= ADD2;
			case (times)  
				5'd1: db_r <= 8'h6B;
				5'd2: db_r <= 8'h19;
				5'd3: db_r <= 8'h1A;
				5'd4: db_r <= 8'h1B;
				5'd5: db_r <= 8'h1C;
				5'd6: db_r <= 8'h3B;
				5'd7: db_r <= 8'h3C;
				5'd8: db_r <= 8'h3D;
				5'd9: db_r <= 8'h3E;
				5'd10: db_r <= 8'h3F;
				5'd11: db_r <= 8'h40;
				5'd12: db_r <= 8'h43;
				5'd13: db_r <= 8'h44;
				5'd14: db_r <= 8'h45;
				5'd15: db_r <= 8'h46;
				5'd16: db_r <= 8'h47;
				5'd17: db_r <= 8'h48;
				default: begin
					db_r <= 8'h6B;
					times <= 5'd1;
				end
			endcase
		end
		else
			state <= ACK1;  
		end
		ADD2: begin
		if ((cnt == 3'd3))  
		begin
			if (num == 4'd8)
			begin
				num <= 4'd0;
				sda_r <= 1'b1;
				sda_link <= 1'b0;
				state <= ACK2;
			end
			else
			begin
				sda_link <= 1'b1;
				state <= ADD2;
				num <= num + 1'b1;
				sda_r <= db_r [4'd7-num];  
			end
		end
			else
			state <= ADD2;
		end
		ACK2: begin  
			if ((cnt == 3'd2))
			begin
			case (times)  
				3'd1: db_r <= 8'h00;
				3'd2: db_r <= 8'h07;
				3'd3: db_r <= 8'h06;
				3'd4: db_r <= 8'h18;
				3'd5: db_r <= 8'h01;
				3'd6: db_r <= 8'hD1;
				default: db_r <= 8'hD1;
			endcase
			if (times >= 5'd6)
				state <= START2;
			else
			state <= ADD_EXT;
		end
		else
				state <= ACK2;  
		end
 		ADD_EXT: begin  
 			if ((cnt == 3'd3))
 			begin
 				if (num == 4'd8)
 				begin
 					num <= 4'd0;
 					sda_r <= 1'b1;
					sda_link <= 1'b0;  
					state <= ACK_EXT;
				end
				else
				begin
					sda_link <= 1'b1;
					state <= ADD_EXT;
					num <= num + 1'b1;
					sda_r <= db_r [4'd7-num];  
				end
			end
			else
			state <= ADD_EXT;
		end
		ACK_EXT: begin
			if ((cnt == 3'd2))
			begin
				sda_r <= 1'b1;  
				state <= STOP1;
			end
			else
				state <= ACK_EXT;  
			end
			START2: begin
			if ((cnt == 3'd3))  
			begin
				sda_link <= 1'b1;  
				sda_r <= 1'b1;  
				state <= START2;
			end
			else if ((cnt == 3'd1))  
			begin
				sda_r <= 1'b0;  
				state <= ADD3;
			end
			else 
				state <= START2;
		end
		ADD3: begin
		if ((cnt == 3'd3))  
		begin
			if (num == 4'd8)
			begin
				num <= 4'd0;
				sda_r <= 1'b1;  
				sda_link <= 1'b0;  
				state <= ACK3;
			end
			else
			begin
				num <= num + 1'b1;
				sda_r <= db_r [4'd7-num];  
				state <= ADD3;
			end
		end
		else 
			state <= ADD3;
		end
		ACK3: begin
		if ((cnt == 3'd2))
		begin
			state <= DATA;
			sda_link <= 1'b0;  
		end
		else
			state <= ACK3;  
		end
		DATA: begin
			if (num <= 4'd7)
			begin
				state <= DATA;
				if ((cnt == 3'd1))
				begin
					num <= num + 1'b1;
					case (times)
						5'd6: ACC_XH_READ [4'd7-num] <= sda;
						5'd7: ACC_XL_READ [4'd7-num] <= sda;
						5'd8: ACC_YH_READ [4'd7-num] <= sda;
						5'd9: ACC_YL_READ [4'd7-num] <= sda;
						5'd10: ACC_ZH_READ [4'd7-num] <= sda;
						5'd11: ACC_ZL_READ [4'd7-num] <= sda;
						5'd12: GYRO_XH_READ [4'd7-num] <= sda;
						5'd13: GYRO_XL_READ [4'd7-num] <= sda;
						5'd14: GYRO_YH_READ [4'd7-num] <= sda;
						5'd15: GYRO_YL_READ [4'd7-num] <= sda;
						5'd16: GYRO_ZH_READ [4'd7-num] <= sda;
						5'd17: GYRO_ZL_READ [4'd7-num] <= sda;
					default:;  
				endcase
			end
		end
		else if (((cnt == 3'd3)) && (num == 4'd8))
		begin
			sda_link <= 1'b1;  
			num <= 4'd0;  
			state <= ACK4;
		end
		else
			state <= DATA;
		end
		ACK4: begin
		if (times == 5'd17)
			times <= 5'd0;
		if ((cnt == 3'd2))
		begin
			sda_r <= 1'b1;  
			state <= STOP1;
		end
		else
			state <= ACK4;  
		end
		STOP1: begin
		if ((cnt == 3'd3))  
		begin
			sda_link <= 1'b1;  
			sda_r <= 1'b0;  
			state <= STOP1;
		end
		else if ((cnt == 3'd1))  
		begin
			sda_r <= 1'b1;  
			state <= STOP2;
		end
		else
			state <= STOP1;
		end
		STOP2: begin
		if ((cnt == 3'd3))
			sda_r <= 1'b1;
		else if (cnt_10ms == 20'hffff0) begin 
			state <= IDLE;
			X_Accel <= X_Acc;
			Y_Accel <= Y_Acc;
			Z_Accel <= Z_Acc;
		end
		else begin
			state <= STOP2;
		end
	end
	default: state <= IDLE;
	endcase
end
assign sda = sda_link ? sda_r: 1'bz;
endmodule 
</file>
<file path="flow/run.sh">
#!/bin/bash
# OpenROAD 26Q1-2900-gdf79404cd8, Yosys 0.63+post, stock flow scripts
make -C /OpenROAD-flow-scripts/flow DESIGN_CONFIG=/design/flow/config.mk WORK_HOME=/design/flow/orfs finish
</file>
==> flow_metrics.rpt <==
==== FLOW RESULTS ====
----------------------------------------------------
[Yosys]
  Post-synthesis async set-or-reset flop share ........................ 0.7346
  Cell area leaders ........................ sky130_fd_sc_hd__dfrtp_1, sky130_fd_sc_hd__edfxtp_1, sky130_fd_sc_hd__nand2_1
  Mux cell area share ........................ 0.01548
  Most common reg cell ........................ sky130_fd_sc_hd__dfrtp_1
  Synth Seq Share ........................ 0.6617
  Netlist cell types ........................ 65
  Total cell area reported by yosys after synthesis ........................ 0.008407 mm^2
  Avg Inst Size Synth ........................ 12.40 um^2
  Warning count from the yosys run ........................ 2
  XOR/XNOR Fraction of Synth Area ........................ 0.02813
  Fraction of the mapped netlist area in compound gates ........................ 0.1210
  Post-synthesis sequential element count ........................ 211
  Yosys cell count ........................ 678
  Cell accounting for the most synthesized area ........................ sky130_fd_sc_hd__dfrtp_1
  Share of synthesized cell area in and, or, nand and nor gates ........................ 0.1252
  Adder-Cell Fraction of Synth Area ........................ 0.02232
  Area share of the largest cell type after synthesis ........................ 0.4554
  Post-Syn Instances ........................ 678
  Count of library flops with an enable pin ........................ 56
  Largest family of logic cells by area ........................ simple AND/OR/NAND/NOR gates
  Syn Std Cell Area ........................ 0.008407 mm^2

[Place]
  HPWL reported at the end of detailed placement ........................ 9879 um
  Placement-stage cell area ........................ 0.009096 mm^2
  Weighted congestion reported at the end of routability-driven placement ........................ 0.8232
  Tally of buffers added on design ports ........................ 50

[Status]
  First error message ........................ [error] [KeplerFormal.cpp:679] Workflow failed: Iso has multiple drivers: .sda0, sda$_DFFE_PN1P_.Q0
  Stage where the flow stopped ........................ clock tree synthesis
  Status ........................ aborted with a tool error

[CTS]
  CTS buffer count ........................ 22
  Cts repair resizes ........................ 0
  Clock root buffer ........................ sky130_fd_sc_hd__clkbuf_16
  Number of sinks on the clock net ........................ 211
  Maximum number of buffers from clock root to sink ........................ 3
  Number of buffers inserted by hold repair at cts ........................ 0
  Post-CTS setup buffer count ........................ 0
  H-tree level count ........................ 1

[Floorplan]
  Pre-Place Util ........................ 0.5087
  Die width ........................ 131.7 um
  DIE HEIGHT ........................ 131.7 um
  Count of boundary I/O pins ........................ 52
  Number of rows created at floorplan ........................ 47

----------------------------------------------------
-- metrics by stage --
step,power (mW),hold slack [ns],cells,setup slack (ns)
floorplan,2.005,0.3471,678,1.543
global placement,2.035,0.3574,925,1.880
detailed placement,2.036,0.3586,925,1.832
-- synth_stat cells (5+ instances only) --
library cell	instances
sky130_fd_sc_hd__xnor2_1	17
sky130_fd_sc_hd__nand3_1	23
sky130_fd_sc_hd__nor2_1	34
sky130_fd_sc_hd__a22o_1	11
sky130_fd_sc_hd__inv_1	24
sky130_fd_sc_hd__nor4_1	6
sky130_fd_sc_hd__dfrtp_1	153
sky130_fd_sc_hd__nand2b_1	6
sky130_fd_sc_hd__nor3_1	9
sky130_fd_sc_hd__buf_2	11
sky130_fd_sc_hd__nor2b_1	9
sky130_fd_sc_hd__o2bb2ai_1	16
sky130_fd_sc_hd__clkbuf_1	16
sky130_fd_sc_hd__and3_1	5
sky130_fd_sc_hd__xor2_1	10
sky130_fd_sc_hd__nand4_1	10
sky130_fd_sc_hd__a21oi_1	14
sky130_fd_sc_hd__o21ai_1	48
sky130_fd_sc_hd__or3_1	7
sky130_fd_sc_hd__edfxtp_1	56
sky130_fd_sc_hd__and2_1	7
sky130_fd_sc_hd__nand2_1	68
sky130_fd_sc_hd__ha_1	15
sky130_fd_sc_hd__o31ai_1	20
sky130_fd_sc_hd__o21ai_0	20
-- cells by family after synthesis --
logic type      Yosys count
simple gates            206
flops                   211
mux                      10
buf+inv                  53
compound gates          156
xor+xnor                 27
fa+ha+maj                15
No activity file was given, so power comes from the tool's default toggle rates.
