==> flow/config.mk <==
export PLATFORM = sky130hd
export DESIGN_NAME = PIPO
export DESIGN_NICKNAME = PIPO
export VERILOG_FILES = /design/flow/design.v
export SDC_FILE = /design/flow/constraint.sdc
export NUM_CORES = 4
export LEC_CHECK = 1
export CORE_AREA = 10 10 77 77
export DIE_AREA = 0 0 87 87
==> flow/constraint.sdc <==
current_design PIPO

set clk_period 1.0
set clk_io_pct 0.2

create_clock -name clk0 -period $clk_period [get_ports {clk}]

set non_clock_inputs [all_inputs -no_clocks]
set_input_delay [expr $clk_period * $clk_io_pct] -clock clk0 $non_clock_inputs
set_output_delay [expr $clk_period * $clk_io_pct] -clock clk0 [all_outputs]
==> flow/design.v <==
module PIPO (
	din,
	clk,
	rst,
	dout
	);
input [15:0] din;
input clk,rst;
output [159:0] dout;
reg [159:0] din_save;
wire clk,rst;
reg [159:0] dout;
always @(posedge clk or negedge rst) begin
	if(!rst) begin
		dout <= 16'b0;
	end
	else begin
		din_save [15:0] <= din;
		din_save [31:16] <= din_save [15:0];
		din_save [47:31] <= din_save [31:16];
		din_save [63:48] <= din_save [47:31];
		din_save [79:64] <= din_save [63:48];
		din_save [95:80] <= din_save [79:64];
		din_save [111:96] <= din_save [95:80];
		din_save [127:112] <= din_save [111:96];
		din_save [143:128] <= din_save [127:112];
		dout <= din;
	end
end
endmodule
==> flow/run.sh <==
#!/bin/bash
# OpenROAD 26Q1-2900-gdf79404cd8, Yosys 0.63+post, stock flow scripts
make -C /OpenROAD-flow-scripts/flow DESIGN_CONFIG=/design/flow/config.mk WORK_HOME=/design/flow/orfs finish
==> metrics.yaml <==
status: "complete, no violations"
route.met2.wl_mm: 1.53
post-cts-setup-buffers: 0
grt_start_max_net_pins: 17
die.size.y_um: 87
grt_pass1_vias: 782
cts-resized-gates: 32
drv_cap: 0
fin_crit_sh: 0.967
drive_above_1_share: 0.0859
fp_util: 0.341
place_hpwl_mm: 2.90
worstSetupEndpointType: "output pin"
async_flop_share: 1.00
syn2layout_area_growth_pct: -9.86
drv_slew: 0
htreeDepth: 1
post-route-min-period_ns: 0.967
critical_path.slowest_cell: "dfrtp_1"
numSynthFlops: 16
place_congestion: 0.736
crit_buf_inv: 1
vias_per_cell: 2.56
io_pins: 178
fillers: 472
clk_path_buf_depth: 2
dr.pass1.iters: 2
ys_seq_frac: 0.270
wl_mm: 3.06
synth.avg_cell_area_sq_um: 9.22
logic_area_sq_um: 541
grt_pass1_wl_mm: 3.95
leakage_nw: 0.821
row_count: 24
highest_layer: "met4"
die_area_sq_um: 7570
syn-cell-area_sq_um: 1490
path_clk_slew_ns: 0.06
warnings: 25
numCtsBuffers: 3
rsz0062_at_grt: "false"
coreArea_sq_um: 4350
vias: 639
synth-edff-count: 0
top_cell: "buf_4"
crit_type: "flop to output pin"
slowest_delay_ns: 0.36
setup_viol: 0
yosysTopAreaCell: "buf_4"
top_area_frac: 0.728
fp.dieW_um: 87
ff_type: "dfrtp_1"
fmaxAchievable_mhz: 1030
postSynthCellCount: 161
area_leaders: "buf_4, dfrtp_1, conb_1"
cp_top_family: "flip-flops"
hold_buffers: 0
met1_length_mm: 1.09
crit_required_ns: 0.80
top_register: "dout"
drt_iter0_markers: 12
path_cells: "clkdlybuf4s15_1"
hp-class: "input port to asynchronous set/reset pin"
hold_viol: 0
reg_top3: "dout: 16 flops"
cts.sinks: 16
flop_area_sq_um: 400
grt_usage: 0.0627
ys_area_sq_um: 1490
setup_tns_ns: 0
grt-ovfl-total: 0
critPathLaunchType: "flop"
yosys_cells: 161
wl_met3_um: 413
final_util: 0.307
drc: 0
synth_cell_types: 3
path_max_fanout: 1
ys_warn_count: 1
antenna_left: 0
irDropWorstVdd_mv: 0.339
port_buffers: 33
common_cells: "buf_4, dfrtp_1, conb_1"
cts_tree: "yes"
antenna_found_initial: 0
wl_per_cell_um: 12.2
largest_register_ffs: 16
clockRootBuffer: "clkbuf_8"
cp_data_arrival_time_ns: 0.77
powerDensity_nw_per_um2: 1030
antenna_cells: 0
per-layer routing:
metal	global-route usage	vias up
met2	0.116	92
met5	0	-
li1	-	267
met4	0.0103	0
met3	0.0217	2
met1	0.0674	278
metrics by stage:
stage	total power (W)	area, sq um	hold slack, ns	setup WS, ns	cells
finish	0.00137	1340	0.275	0.0330	250
CTS	0.00143	1400	0.275	0.000340	250
global placement	0.000891	1340	0.533	0.0172	246
floorplan	0.00109	2020	-0.0956	0.488	304
detailed placement	0.000892	1340	0.534	0.0130	246
global route	0.00148	1340	0.299	0.00112	250
cells in the final DEF, fill, tap and decap left out:
cell type and n:
buf_4 1, clkbuf_2 12, clkbuf_8 4, clkdlybuf4s15_1 4
clkdlybuf4s50_1 17, conb_1 144, dfrtp_1 16
worst paths after layout:
path / startpoint / endpoint / slack [ns] / depth (start not counted)
max in group asynchronous: rst / dout[8] / 0.55 / 2
min in group clk0: din[9] / dout[9] / 0.39 / 1
worst max-delay path: dout[14] / dout[14] / 0.03 / 1
worst min-delay path: rst / dout[3] / 0.27 / 2
kinds of logic after synthesis:
kind of cell,count (synthesis),synth area share
buffers and inverters,144,0.728
flip-flops,16,0.270
other,1,0.00252
final cells by class:
cell class	instances	share of cell area
Multi-Input combinational cell	144	0.404
Sequential cell	16	0.299
Timing Repair Buffer	34	0.207
Tap cell	52	0.0486
Clock buffer	4	0.0411
where the power goes:
group / switching [W] / internal (W)
clock network: 0.000192 / 0.000348
registers: 0.00000753 / 0.000680
logic: 0.0000618 / 0.0000846
No activity file was given, so power comes from the tool's default toggle rates.
